===== /design/flow/design.v =====
module ALU (input [3:0] operation,input [31:0] x, input [31:0] y, input [4:0] shamt, output reg [31:0] RESULT, output reg zero);
	parameter AND = 4'b0000;
	parameter OR  = 4'b0001;
	parameter ADD = 4'b0010;
	parameter SUB = 4'b0110;
	parameter SLL = 4'b0011;
	parameter SRL = 4'b0100;
	parameter SLT = 4'b0111;
	parameter SRA = 4'b0101;
	parameter NOR = 4'b1000;
always @(x,y,operation, shamt)
begin
case(operation)
	AND : RESULT = x & y;
	OR : RESULT = x | y;
	ADD : RESULT = x + y;
	NOR : RESULT = ~(x | y);
	SLL : RESULT = y << shamt;
	SRL : RESULT = y >> shamt;
	SUB : RESULT = x - y;
	SLT : 
		begin
			if ((x - y)>0)
			zero=1'b1;
			else
			zero=1'b0;
		end
	SRA : RESULT = x>>>shamt;
	default;
endcase
	zero = RESULT[0];
end
endmodule

===== /design/flow/run.sh =====
#!/bin/bash
# OpenROAD 26Q1-2900-gdf79404cd8, Yosys 0.63+post, stock flow scripts
make -C /OpenROAD-flow-scripts/flow DESIGN_CONFIG=/design/flow/config.mk WORK_HOME=/design/flow/orfs finish

===== /design/flow/config.mk =====
export PLATFORM = sky130hd
export DESIGN_NAME = ALU
export DESIGN_NICKNAME = ALU
export VERILOG_FILES = /design/flow/design.v
export SDC_FILE = /design/flow/constraint.sdc
export NUM_CORES = 4
export LEC_CHECK = 1
export CORE_UTILIZATION = 40

===== /design/flow/constraint.sdc =====
current_design ALU

set clk_period 8.9
set clk_io_pct 0.2

create_clock -name clk0 -period $clk_period

set non_clock_inputs [all_inputs -no_clocks]
set_input_delay [expr $clk_period * $clk_io_pct] -clock clk0 $non_clock_inputs
set_output_delay [expr $clk_period * $clk_io_pct] -clock clk0 [all_outputs]

==> results.cfg <==
; synthesis and place-and-route metrics
[cells_and_area]
final_cells = 1561
drive_gt1_frac = 0.0945
area.growth.synth_to_final_pct = 12.8
nFillCells = 2275
largest_reg_flops = 32

[yosys]
yosysTopAreaCellShare = 0.102
netlist_instances = 1279
yosys-top-cells-count = a21oi_1, nor2_1, clkbuf_1
top_cell = a21oi_1
flop_cell = dlxtn_1
synth_flops = 32
yosysUniqueCellTypes = 71
largest_area_cell = mux2i_1
enable_flop_cells = 0
syn_area_per_cell_um2 = 6.93
yosysWarnings = 1
ys_top_cells_by_area = mux2i_1, mux4_2, a21oi_1
syn_area_mm2 = 0.00886
ys_cells = 1279
yosysChipArea_mm2 = 0.00886
ys_async_sr_fraction = 0

[drt]
dr_wl_met2_mm = 18.3
antenna_left = 0
routed.top_layer = met5
met1_length_mm = 18.6
drt-initial-drc-count = 1251
dr_total_vias = 10600
drc_errors = 0
dr.pass1.iters = 9
drt-total-wl_mm = 44.1
post_drt_via_cell_ratio = 6.82
wl_per_cell_um = 28.2
n_antenna_cell = 0
wl_met3_mm = 5.85

[worst_setup_path]
endpoint = zero
crit_arrival_ps = 4940
startpoint = shamt[1]
crit_buf_inv = 3
path_common_cell = buf_4
end_kind = output pin
crit_required_ps = 7120
critPathTopFamily = buffers and inverters
crit_slowest_cell = buf_4
crit_type = in2out
worstPathMaxFanout = 68
worstPathCellList = buf_4, buf_4, mux2i_1, mux2_2, nor2_1, a21oi_1, nand2_1, a32oi_1, o211ai_1, clkdlybuf4s50_1
cpPeakStageDelay_ps = 600
crit_cells = 10
start_kind = primary input

[timing]
unclocked_pins = 32
hold_violations = 0
unconstrained_endpoints = 64
period_minus_slack_ps = 6720
tns_ps = 0
drv_slew = 0
slew_headroom = 0.359
min_period_over_period = 0.755
fmax_mhz = 149
worst_pin_slew_ps = 961
grt_setup_unrepaired = false
setup_viol = 0
setup_ws_ps = 2180

[global_route]
antenna_found_initial = 2
grt_max_degree = 69
grt_usage = 0.398
overflow = 0
grt_pass1_vias = 9504
grt_pass1_wl_mm = 64.1

[floorplanning]
ioPinCount = 106
die_h_um = 151
chipArea_mm2 = 0.0228
chipWidth_um = 151
core.rowCount = 54
initCoreUtil = 0.407
core_region_area_mm2 = 0.0218

[hold_path]
hp-class = in2out

[pwr]
ir_drop_mv = 0.0320
p_per_area_mw_per_mm2 = 69.5
p_leak_nw = 3.82

[clocking]
ctsResizeCount = 0
cts_hold_buffers = 0
cts_setup_buffers = 0

[placement]
place_inst = 1561
preCtsSetupSlack_ps = 2230
io_buffer_count = 106
hpwl_mm = 32.9
gp_congestion = 1.03

[run]
warning_count = 34
maxCapViolations = 0

[run_status]
status = finished, final reports clean
cell families after synthesis:
group           synth area share
xor+xnor                  0.0542
buf+inv                   0.0694
latches                   0.0542
compound gates             0.339
simple gates               0.199
mux                        0.234
fa+ha+maj                 0.0502
where the power goes:
| part | internal [mW] | switching [mW] | leakage [nW] |
|---|---|---|---|
| Clock | 0 | 0 | 0 |
| Combinational | 0.259 | 0.412 | 3.56 |
| Sequential | 0.0218 | 0.00232 | 0.256 |
worst min-delay path: cells and delay by family:
family	cells	cell delay, ps
simple gates	2	190
compound gates	2	490
buf+inv	2	670
layout make-up:
type / count / area [um^2] / share of cell area
Tap cell: 280 / 350 / 0.0350
Timing Repair Buffer: 137 / 1280 / 0.128
Inverter: 23 / 86.3 / 0.00863
Sequential cell: 32 / 480 / 0.0480
Multi-Input combinational cell: 1089 / 7810 / 0.780
per-layer routing:
layer	global-route usage	vias to the layer above
met5	0	-
met4	0.0950	2
met3	0.132	82
met2	0.563	659
met1	0.584	5044
li1	-	4854
cell usage in the layout, fill, tap and decap left out, types with 20 or more instances in the layout:
master,instances
o21ai_0,100
a21oi_1,143
ha_1,34
mux2i_1,90
mux4_2,40
nand2_1,100
buf_4,33
o211ai_1,26
nor2_1,137
clkdlybuf4s50_1,102
o311ai_0,20
dlxtn_1,32
a21o_1,23
nand2b_1,23
xor2_1,20
nor3_1,30
a211oi_1,20
xnor2_1,33
mux2_2,24
inv_1,20
a31oi_1,20
through the flow:
step	utilization	power, mW	instance area [um^2]	hold WS (ps)
CTS	0.460	0.675	10000	4900
floorplan	-	0.441	8860	3810
detailed placement	0.460	0.672	10000	4900
finish	0.460	0.695	10000	4930
global placement	0.460	0.675	10000	4880
global route	0.460	0.741	10000	5000
how the worst min path moves through the flow:
stage	startpoint	endpoint	slack, ps	depth (start not counted)
CTS	shamt[2]	zero	4900	6
global route	shamt[2]	zero	5000	6
finish	shamt[2]	zero	4930	6
Power and IR drop assume default switching activity.
