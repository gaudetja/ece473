--- flow/config.mk ---
export PLATFORM = sky130hd
export DESIGN_NAME = registers
export DESIGN_NICKNAME = registers
export VERILOG_FILES = /design/flow/design.v
export SDC_FILE = /design/flow/constraint.sdc
export NUM_CORES = 4
export LEC_CHECK = 1
export CORE_UTILIZATION = 50
--- flow/constraint.sdc ---
current_design registers

set clk_period 5.7
set clk_io_pct 0.2

create_clock -name clk0 -period $clk_period [get_ports {clock}]

set non_clock_inputs [all_inputs -no_clocks]
set_input_delay [expr $clk_period * $clk_io_pct] -clock clk0 $non_clock_inputs
set_output_delay [expr $clk_period * $clk_io_pct] -clock clk0 [all_outputs]
--- flow/design.v ---
module registers (
	input wire [4:0] RN1,
	input wire [4:0] RN2,
	input wire [4:0] WN,
	input wire [31:0] WD,
	input wire RegWrite,
	input wire clock,
	input wire reset,
	output reg [31:0] RD1,
	output reg [31:0] RD2);
	integer i,k;
	reg [31:0] regs [0:31]; 
	initial
	begin
		for(i = 0; i <= 31; i = i+1)
			begin
				regs [i] = 0;
			end
	end
	always @(clock) 
	begin
			if(clock) begin	
				RD1 = regs[RN1];
				RD2 = regs[RN2];
			end
	end
	always @(negedge clock)
	begin
		if (RegWrite)
		begin
			regs[WN] = WD;
		end
		if (reset)
		begin
			for(i = 0; i <= 31; i = i+1)
				begin
					regs [i] = 0;
				end
		end
	end
endmodule 
--- flow/run.sh ---
#!/bin/bash
# OpenROAD 26Q1-2900-gdf79404cd8, Yosys 0.63+post, stock flow scripts
make -C /OpenROAD-flow-scripts/flow DESIGN_CONFIG=/design/flow/config.mk WORK_HOME=/design/flow/orfs finish
==> results.txt <==
fresh numbers from the pnr run: status completed, final setup vio count 0, routed wl met2 101000 µm, post-route ant nets 0, Setup Fix Bufs, Post-CTS 0, fin util 65.8%, CP arrival 3.28 ns, CP max FO 18, via/cell ratio 5.97, placer congestion estimate 0.980, CTS tree yes, die area 109000 µm², highest routed metal layer met5, Dominant cell area share 38.2%, share of layout cells above drive strength 1 10.1%, Worst-path clk slew 0.06 ns, cells after synthesis 6916, count leader, synth nand2_1, worst r2r path cells 6, first-pass GRT wire length 343000 µm, Metal-1 WL 88200 µm, Leak 30.1 nW, Routed WL per cell 24.5 µm, FP Core Util 50.7%, Gates resized, CTS repair 0, placed instance count 8293, crit start category input pin, initial drt markers 5922, Port Buf Inserts 113, H-tree levels 4, total wire length 234000 µm, grt ovf 0, sequential share of power 36.8%, Final Non-Filler Cells 9557, reg2reg setup slack 1.50 ns, Yosys warnings 1, ys cells 6916, Comb power frac 9.7%, number of synthesized flops with an enable pin 0, Dominant Register Cell dfxtp_1, root buffer cell clkbuf_16, cell area after synthesis 53600 µm², Slew @ Worst Pin 0.621 ns, clock sinks 1088, Layout area overhead 29.7%, mean post-synth cell area 7.75 µm², row cnt 119, Sw Share 31.7%, Registers, synthesis 1088, distinct lib cells 31, Max Cap Viol 0, antenna violations before repair 4, GRT Overall Usage 44.3%, setup TNS 0 ns, Longest Clk Path Bufs 3, peak supply drop 0.246 mV, met3 WL 30200 µm, WHS 0.463 ns, endpoint class of the critical path latch, Max-Slew Margin vs Limit 58.6%, top cells by area dfxtp_1 (38%), mux2i_1 (19%), nand2_1 (15%), a21oi_1 (11%), a22oi_1 (4.5%), top cells by count, synth nand2_1 (2212), a21oi_1 (1152), dfxtp_1 (1024), mux2i_1 (1024), clkbuf_1 (432), Worst-Skew Late Latency 0.75 ns, worst clock skew 0.0694 ns, Net Switching 6.65 mW, Synth area leader dfxtp_1, Die Ht 329 µm, WHS Path Cells 2, die width 329 µm, Int Power 14.3 mW, final hold violation count 0, DPL Wire Length 150000 µm, tool warnings 1030, Clk pwr share 53.5%, vias in the first global route 54700, drt drc 0, Required @ worst endpoint 3.28 ns, core area 106000 µm², Final Slew Violations 0, I/O pin total 114, Async SR Flop Fraction 0%, RSZ-0062 raised after global routing no, count of TritonRoute iterations in the first routing pass 28, Hold Buf Count CTS 0, largest net degree at the start of global routing 118, TritonCTS Buffers 131, chip area line of the yosys report 53600 µm², Setup CP Type input pin to latch, total power 21.0 mW, Cell Pwr Density 302 nW/µm², class of the worst hold path flip-flop to flip-flop, via count 57100
power by group through the flow:
stage	clock (mW)	sequential [mW]	combinational [mW]
finish	11.2	7.73	2.04
CTS	11.3	7.72	1.98
global route	12.3	7.71	2.09
kinds of logic after synthesis:
logic type / synth area share, %
and+or+nand+nor: 19.0
DFF: 38.2
AOI/OAI and AO/OA: 16.7
muxes: 19.1
latches: 1.79
buffers and inverters: 5.20
worst paths after layout:
path | startpoint | end
setup / recovery | RN1[2] | RD1[28]
hold / removal | regs[20][15] | regs[20][15]
setup reg to reg | regs[2][3] | RD1[3]
hold reg to reg | regs[20][15] | regs[20][15]
layout by cell type (no fill, tap or decap), types with 12 or more instances in the layout:
cell type,netlist,routed
a21oi_1,1152,1152
a22o_1,64,64
a22oi_1,320,320
a31oi_1,32,32
buf_12,0,263
buf_4,8,274
clkbuf_16,0,140
clkdlybuf4s50_1,0,110
clkinv_2,0,12
clkinvlp_2,0,14
dfxtp_1,1024,1024
dlxtp_1,64,64
inv_1,1,1044
mux2i_1,1024,1024
nand2_1,2212,2179
nand2_2,0,33
nand3_1,226,226
nand4_1,32,32
nor2_4,0,34
nor3_1,33,33
cell type report:
cell class | instances | area (µm²)
fill | 8527 | 36200
antenna | 5 | 12.5
timing repair buffer | 650 | 8470
clock buffer | 155 | 3590
tap | 1391 | 1740
clock inverter | 1105 | 4520
multi-input combinational | 5163 | 29700
sequential | 1088 | 21500
through the flow:
step | setup slack [ns] | instance area [µm²]
floorplan | 0 | 53600
global placement | -0.436 | 61400
detailed placement | -0.432 | 61400
CTS | 0 | 69500
global route | 0 | 69500
finish | 0 | 69500
per-layer routing:
layer | track usage [%] | vias to the layer above
met5 | 0.0435 | -
met4 | 24.6 | 2
met3 | 17.7 | 824
met2 | 63.2 | 3493
met1 | 58.2 | 26700
li1 | - | 26100
registers in the layout, summed over array words and instances (netlist names):
name	flops
RD2	32
regs	1024
RD1	32
worst max-delay path, stage by stage:
cell and delay (ns):
clkdlybuf4s50_1 0.62, nor2b_4 0.31, buf_12 0.24, buf_4 0.19, a22oi_1 0.08, a31oi_1 0.44, nand3_1 0.24
Power and IR drop assume default switching activity.
