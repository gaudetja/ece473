--- config.mk ---
export PLATFORM = sky130hd
export DESIGN_NAME = muxs
export DESIGN_NICKNAME = muxs
export VERILOG_FILES = /design/flow/design.v
export SDC_FILE = /design/flow/constraint.sdc
export NUM_CORES = 4
export LEC_CHECK = 1
export CORE_AREA = 10 10 70 70
export DIE_AREA = 0 0 80 80
--- constraint.sdc ---
current_design muxs

set clk_period 1.0
set clk_io_pct 0.2

create_clock -name clk0 -period $clk_period

set non_clock_inputs [all_inputs -no_clocks]
set_input_delay [expr $clk_period * $clk_io_pct] -clock clk0 $non_clock_inputs
set_output_delay [expr $clk_period * $clk_io_pct] -clock clk0 [all_outputs]
--- design.v ---
module muxs(input sel, input [31:0] input1, input [31:0] input2, output reg [31:0] out);
integer i;
always @(*)
begin
	if (sel == 1'b1) out[31:0] = input1[31:0];
	else		out[31:0] = input2[31:0];	
end
endmodule
--- run.sh ---
#!/bin/bash
# OpenROAD 26Q1-2900-gdf79404cd8, Yosys 0.63+post, stock flow scripts
make -C /OpenROAD-flow-scripts/flow DESIGN_CONFIG=/design/flow/config.mk WORK_HOME=/design/flow/orfs finish
==> run summary <==
Implementation run completed; key figures follow.

Critical path:
- The run gives the type of destination of the critical path as a primary output.
- The worst setup path is launched from an input port.
- The run puts the data required time at the worst endpoint at around 0.80 ns.
- The run puts the worst path arrival time at between 0.9 and 1 ns.
- The run gives the maximum fanout count along the critical path as 1.
- The run gives the critical path class as input port to primary output.
- The run gives the launch point of the worst path as input1[27].

Routing:
- The run gives the total detailed-routing wirelength as roughly 2700 um.
- Dividing the detail-routed via count by the number of cells gives 3.770.
- The run gives the number of DRC violations after detailed routing as 0.
- The run puts the number of antenna diodes at 0.
- The script logs the mean routed wire length per placed instance as roughly 15 um.
- The detailed router finished its first iteration with 3 violations.
- The first TritonRoute pass finished after 2 iterations.
- The run gives the post-detailed-route count of antenna-violating nets as 0.
- The run gives the detailed-route via count as between 600 and 700.

Synth:
- The run gives the sequential share of the synthesized area as 0%.
- The run puts the number of warnings issued by yosys at 1.
- The run puts the synthesized area per cell at 15.12 um2.
- The run puts the synthesized instance count at 36.
- The run gives the number of distinct library cell variants in the gate-level netlist after synthesis as 4.
- The run puts the yosys-reported design area after synthesis at 544.3 um2.
- In the Yosys report the total cell count is 36.
- The run puts the cell area after synthesis at ~540 um2.
- The run gives the area share of the largest cell type after synthesis as approximately 83%.
- The run gives the cell taking the most area after synthesis as mux2_4.
- After synthesis, the cell types taking the most area are mux2_4 (83%), buf_12 (11%), mux2_2 (4.1%).
- For reference, the top cells by count after synthesis are mux2_4 (30), buf_12 (3), mux2_2 (2), buf_6 (1).
- Looking at the gate-level netlist, the highest instance count belongs to mux2_4.

STA:
- In the final report, the number of hold violations comes to 0.
- The run gives the total setup violations reported at the end of the flow as 32.
- The tightest hold path in the finished design has a slack of 0.6917 ns.
- The run puts the minimum clock period at between 1 and 1.5 ns.
- Setup repair after global routing could not meet its margin everywhere.
- The run puts the actual slew at the worst max-slew pin at 0.1115 ns.
- The run gives the maximum clock frequency as around 0.85 GHz.
- The final critical path takes up 117.3% of the cycle.
- The run gives the headroom to the max-slew limit as between 90 and 100%.
- The run gives the max-slew violation total from the final report as 0.
- The run gives the setup slack of the critical path after layout as -0.1731 ns.

Pwr:
- The run gives the combinational share of power as 100.0%.
- The run gives the internal power of the cells as roughly 0.5 mW.
- The run gives the worst-case vdd ir drop as around 0.16 mV.
- Of the total power, the share spent switching nets is 21.31%.
- The run puts the power spent charging and discharging nets at between 0.1 and 0.15 mW.
- The run gives the power per unit of standard cell area as approximately 390 nW/um2.
- The run gives the portion of total power attributed to the clock network as 0%.
- The share of total power dissipated in sequential elements is 0%.
- The run gives the leakage component of the power as between 0.8 and 0.9 nW.

Hold path:
- The run gives the class of the worst hold path as input port to primary output.
- The run gives the source of the worst hold timing path as input2[18].

GRT:
- Global routing consumed, over all layers together, about 7.6% of the routing resources.
- The run gives the via count of the first global-routing pass as about 750.
- The run puts the maximum number of pins on one net before global-route repair at 11.
- The run gives the initial antenna violation count as 0.
- The run gives the total grt overflow as 0.
- The run puts the wire length of the first global-routing pass at 3995 um.

Finish:
- The final layout contains a sequential cell count of 0.
- The run puts the combinational cell area excluding buffers and inverters at 480.5 um2.
- The run puts the total area of sequential cells at 0 um2.
- The run gives the area growth from synthesis to final layout as 191.5%.
- The run puts the number of clock buffers in the layout at 0.
- Fill cells in the final layout number between 300 and 400.
- The run puts the share of layout cells above drive strength 1 at a little over half.
- The run puts the cell area after layout at 1587 um2.

Die:
- The run puts the die extent in x at 80 um.
- Row generation in the floorplan step produced 21 rows.
- The region available for standard cell placement spans 3416 um2.
- The run puts the vertical die dimension at about 80 um.
- The floorplan step defined a die boundary enclosing 6400 um2.
- The run gives the initial core utilization as 15.93%.
- Pin placement for this block handled approximately 97 I/O pins.

Place:
- The wire-length estimate of the detail-placed layout is 2398 um.
- The buffer_ports step reported a buffer count of just under 100.
- The run gives the cell area after placement as 1524 um2.
- The congestion estimate from routability-driven global placement came to between 0.7 and 0.8.

Status:
- The checks that failed: setup timing.
- The flow ran to the end, but the final reports show violations.

Job:
- The run puts the number of warning messages in the logs at 34.
- The report counts max-capacitance violations totalling 0.
## worst paths after layout
| path | to | depth (start not counted) | slack, ns |
|---|---|---|---|
| worst min-delay path | out[18] | 3 | 0.69 |
| worst max-delay path | out[27] | 3 | -0.17 |
## worst max-delay path, stage by stage
cell and delay, ns:
clkdlybuf4s50_1 0.40, mux2_4 0.26, buf_6 0.11
## power groups by stage
stage	Sequential [mW]	Combinational (mW)	Clock, mW
CTS	0	0.608	0
finish	0	0.619	0
global route	0	0.664	0
## metal layers
layer,vias to the layer above,share of wire (%),global-route usage [%]
met5,-,0,0
met4,0,0,0
met3,0,13,3.182
met2,51,50,13.64
met1,300,37,8.767
li1,339,-,-
## cells in the final DEF (no fill, tap or decap)
master,n
dlygate4sd2_1,47
mux2_4,32
buf_6,21
buf_2,12
clkdlybuf4s50_1,10
dlymetal6s2s_1,7
buf_12,4
buf_8,3
buf_16,1
## layout make-up
type | count | area share, %
Timing Repair Buffer | 105 | 66.09
Tap cell | 46 | 3.628
Multi-Input combinational cell | 32 | 30.28
## cells by family (layout without fill, tap and decap cells)
logic type / count (synthesis) / count (layout) / synth area share, %
buf+inv: 4 / 105 / 13.10
mux: 32 / 32 / 86.90
## through the flow
stage | util [%] | cells | power [mW] | setup slack [ns] | setup TNS [ns]
finish | 46.45 | 183 | 0.6188 | -0.1731 | -3.693
global route | 46.45 | 183 | 0.6640 | -0.1959 | -4.369
CTS | 44.62 | 183 | 0.6078 | -0.1740 | -3.970
detailed placement | 44.62 | 177 | 0.6504 | -0.4989 | -15.35
global placement | 44.62 | 177 | 0.6480 | -0.4974 | -15.30
floorplan | - | 36 | 0.2063 | 0.06690 | 0
## repair_timing
action                                  in CTS  in global routing
endpoints found under the hold margin        0                  0
gates resized                              170                 15
pin swaps                                    0                  0
hold buffers                                 0                  0
cloned                                       1                  0
endpoints found under the setup margin      32                 32
setup buffers                                5                  0
Power figures rest on the tool's default switching activity, not on a simulated workload.
